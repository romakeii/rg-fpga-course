### ./config.mk
export PLATFORM = sky130hd
export DESIGN_NAME = moore
export DESIGN_NICKNAME = moore
export VERILOG_FILES = /design/flow/design.v
export SDC_FILE = /design/flow/constraint.sdc
export NUM_CORES = 4
export LEC_CHECK = 1
export CORE_AREA = 10 10 70 70
export DIE_AREA = 0 0 80 80
### ./constraint.sdc
current_design moore

set clk_period 1.3
set clk_io_pct 0.2

create_clock -name clk0 -period $clk_period [get_ports {clk}]

set non_clock_inputs [all_inputs -no_clocks]
set_input_delay [expr $clk_period * $clk_io_pct] -clock clk0 $non_clock_inputs
set_output_delay [expr $clk_period * $clk_io_pct] -clock clk0 [all_outputs]
### ./run.sh
#!/bin/bash
# OpenROAD 26Q1-2900-gdf79404cd8, Yosys 0.63+post, stock flow scripts
make -C /OpenROAD-flow-scripts/flow DESIGN_CONFIG=/design/flow/config.mk WORK_HOME=/design/flow/orfs finish
### ./design.v
`timescale 1ns / 1ps
module mealy (
    input  logic clk,
    input  logic rst,
    input  logic a,
    input  logic b,
    output logic z
);
    enum logic [1:0] {S0, S1, S2}  state;  
    always @(posedge clk) begin
        if (rst) begin
            state <= S0;
        end
        else begin
            case (state)
                S0: begin
                    if(a)   state <= S1;
                end
                S1: begin
                    if(!a)  state <= S0;
                end
                default: begin
                            state <= S0;
                end
            endcase
        end
    end
    always_comb begin
        z = 0;
        case (state)
            S0: begin
                z = b & a;
            end
            S1: begin
                z = b ? 1 : a;
            end
            default: begin
                z = 0;
            end
        endcase
    end
endmodule
module moore(
    input   logic   clk,
    input   logic   rst,
    input   logic   a,
    input   logic   b,
    output  logic   z
);
    enum logic [1:0] {S0, S1, S2, S3}  state;  
    always @(posedge clk)
    if (rst) begin
       state <= S0;
    end
    else begin
        case (state)
            S0: begin
                if(a)     state <= b ? S3 : S2;
            end
            S1: begin
                if(a)     state <= b ? S3 : S2;
                else      state <= S0;
            end            
            S2: begin
                if(a)     state <= S3;
                else      state <= b ? S1 : S0;
            end
            S3: begin
                if(!a)    state <=  b ? S1 : S0;
            end
            default: begin
                state <= S0;
            end
        endcase
    end
    assign z = (state == S1) | (state == S3);
endmodule
==> results.sh <==
# implementation run metrics
export IMPL_status="finished clean"
export IMPL_core_sq_um=3420
export IMPL_grtUsageTotal_pct=1.27
export IMPL_cp_max_fo=3
export IMPL_syn_to_final_growth_pct=83.5
export IMPL_slew_limit_headroom_pct=86.3
export IMPL_ys_area_sq_um=144
export IMPL_detail_route_iter0_violations=1
export IMPL_rsz0062_at_grt="false"
export IMPL_die_area_sq_um=6400
export IMPL_finClkSkew_ns=0.000859
export IMPL_layout_drive_gt1_share_pct=28.6
export IMPL_postSynthCellCount=14
export IMPL_reg2reg_slack_ns=0.61
export IMPL_hold_viol=0
export IMPL_antenna_found_initial=0
export IMPL_grt_pass1_wl_microns=593
export IMPL_diodes=0
export IMPL_antenna_left=0
export IMPL_cellPowerDensity_nw_per_um2=1200
export IMPL_syn_cell_area_sq_um=144
export IMPL_cts_tree="built"
export IMPL_fin_crit_ns=1.25
export IMPL_cts_buffers_inserted=3
export IMPL_cp_slowest_cell="dfxtp_2"
export IMPL_crit_chain="or2_1 -> dlygate4sd2_1"
export IMPL_avgRoutedWirePerCell_microns=5.84
export IMPL_numPortBuffers=4
export IMPL_ys_flops=4
export IMPL_comb_power_share_pct=9.4
export IMPL_dpl_instance_area_sq_um=241
export IMPL_endpoint_kind="output port"
export IMPL_logic_family="simple AND/OR/NAND/NOR gates"
export IMPL_clock_path_buffers=2
export IMPL_xor_area_share_pct=0
export IMPL_yosys_area_top_type="dfxtp_1"
export IMPL_initial_core_util_pct=4.21
export IMPL_p_sw_uw=65.5
export IMPL_cp_start_kind="flip-flop"
export IMPL_pwr_share_clk_pct=49.0
export IMPL_finalSetupTns_ns=0
export IMPL_regMostFlops="state"
export IMPL_synth_distinct_cells=8
export IMPL_top_cell_area_share_pct=55.7
export IMPL_biggestRegsByFlops="state x4"
export IMPL_yosysCellCount=14
export IMPL_min_path_type="flip-flop to flip-flop"
export IMPL_muxShareOfSynthArea_pct=0
export IMPL_min_path_cells=2
export IMPL_p_sw_share_pct=20.7
export IMPL_area_leaders="dfxtp_1, nor3b_2, nor2_1"
export IMPL_grt_remaining_overflow=0
export IMPL_clockRootBuffer="clkbuf_4"
export IMPL_clock_latency_late_pin_ns=0.23
export IMPL_viasPerCell=1.82
export IMPL_io_pins=5
export IMPL_yosysSeqAreaShare_pct=55.7
export IMPL_fa_ha_area_share_pct=0
export IMPL_grt_pass1_vias=123
export IMPL_critPathRequiredTime_ns=1.04
export IMPL_die_h_microns=80
export IMPL_timing_rr_start="state[3]"
export IMPL_rr_worst_depth=2
export IMPL_tightestPinTransition_ns=0.204
export IMPL_fin_crit_sh_pct=96.2
export IMPL_clock_sinks=4
export IMPL_finalSetupViolCount=0
export IMPL_holdWs_ns=0.486
export IMPL_fmax_mhz=800
export IMPL_synth_area_per_cell_sq_um=10.3
export IMPL_final_area_sq_um=264
export IMPL_dpl_cell_count=64
export IMPL_warning_count=25
export IMPL_ys_sh_simple_pct=39.1
export IMPL_instances_no_fill=67
export IMPL_cts_htree_levels=1
export IMPL_p_int_uw=251
export IMPL_yosys_area_share_aoi_pct=5.22
export IMPL_num_rows=21
export IMPL_drtPass1Iterations=4
export IMPL_gp_congestion=0.620
export IMPL_hold_path_end="state[3]"
export IMPL_final_max_slew_viol_count=0
export IMPL_layout_top_cells="nor2_1, clkbuf_4, clkdlybuf4s50_1, dfxtp_1, nor3_1"
export IMPL_hp_start="state[3]"
export IMPL_timing_max_cap_violations=0
export IMPL_p_leak_uw=0.0000907
export IMPL_cp_arrival_ns=0.99
export IMPL_critical_path_class="flip-flop to output port"
export IMPL_rr_endpoint="state[3]"
export IMPL_die_w_microns=80
export IMPL_clk_pin_slew_ns=0.04
export IMPL_crit_path_max_incr_delay_ns=0.31
export IMPL_routed_wl_microns=391
export IMPL_grt_max_degree=4
export IMPL_yosysWarnings=1
export IMPL_largest_reg_flops=4
export IMPL_routed_via_count=122
export IMPL_ir_worst_vdd_v=0.000437
export IMPL_p_total_uw=317
export IMPL_seqPwrFrac_pct=41.6
export IMPL_drc=0
cell usage after synthesis:
master    count
and2b_4       1
a21boi_1      1
dfxtp_1       4
nor3_1        2
nand2b_1      1
or2_1         1
nor2_1        3
nor3b_2       1
how the worst max path moves through the flow:
stage | from | to | slack, ns | cells after the start
CTS | state[3] | z | 0.03 | 2
global route | state[3] | z | 0.0005 | 2
finish | state[3] | z | 0.05 | 2
per-layer routing:
layer  part of all wire, %  wire, microns  vias up  global-route usage (%)
li1                      -              -       61                       -
met1                    50            197       51                    1.66
met2                    32            127        8                    1.20
met3                    15             60        2                    1.59
met4                   1.3              5        0                   0.176
met5                     0              0        -                       0
logic make-up (layout without fill, tap and decap cells):
| logic type | count (synthesis) | count (layout) |
|---|---|---|
| flops | 4 | 4 |
| simple gates | 9 | 9 |
| buf+inv | 0 | 7 |
| compound gates | 1 | 1 |
per-stage QoR:
stage	utilization, %	setup slack (ns)
floorplan	-	0.571
detailed placement	7.07	0.0955
global placement	7.07	0.100
finish	7.73	0.0500
CTS	7.69	0.0256
global route	7.73	0.000459
power by group through the flow:
stage | clock network, uW | registers, uW | logic [uW]
after global routing | 164 | 133 | 33.0
final | 155 | 132 | 29.8
after CTS | 160 | 132 | 29.9
area by class of cell:
cell class              count  area, sq um
flip-flops and latches      4         81.3
multi-input cells          10         63.8
repair buffers              4         38.8
clock buffers               3         22.5
well taps                  46         57.6
fillers                   413         3150
worst max-delay path, delay by kind of cell, from the launching register on:
family        cells  cell delay (ns)
simple gates      1             0.19
flops             1             0.31
buf+inv           1             0.25
timing repair:
| item | 4_1_cts | 5_1_grt |
|---|---|---|
| gates resized | 1 | 1 |
| hold buffers | 0 | 0 |
| setup buffers | 0 | 0 |
| endpoints found under the setup margin | 1 | 1 |
Power is estimated from default activity; no workload was simulated.
