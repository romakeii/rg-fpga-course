### design.v
`timescale 1ns / 1ps
module gray_counter (
    input  logic         clk,
    input  logic         rst,
    output logic [2 : 0] data_o
);
    enum logic [$bits(data_o) - 1 : 0] {S0, S1, S2, S3, S4, S5, S6, S7} state, next;  
    always_ff @(posedge clk) begin
        if (rst) state <= S0;
        else     state <= next;
    end
    always_comb begin
        next = S0;
        case (state)
            S0 : next = S1;
            S1 : next = S2;
            S2 : next = S3;
            S3 : next = S4;
            S4 : next = S5;
            S5 : next = S6;
            S6 : next = S7;
            S7 : next = S7;  
        endcase
    end
    always_comb begin
        data_o = 0;
        case (state)
            S0 : data_o = 3'b000;
            S1 : data_o = 3'b001;
            S2 : data_o = 3'b011;
            S3 : data_o = 3'b010;
            S4 : data_o = 3'b110;
            S5 : data_o = 3'b111;
            S6 : data_o = 3'b101;
            S7 : data_o = 3'b100;
        endcase
    end
endmodule
### run.sh
#!/bin/bash
# OpenROAD 26Q1-2900-gdf79404cd8, Yosys 0.63+post, stock flow scripts
make -C /OpenROAD-flow-scripts/flow DESIGN_CONFIG=/design/flow/config.mk WORK_HOME=/design/flow/orfs finish
### config.mk
export PLATFORM = sky130hd
export DESIGN_NAME = gray_counter
export DESIGN_NICKNAME = gray_counter
export VERILOG_FILES = /design/flow/design.v
export SDC_FILE = /design/flow/constraint.sdc
export NUM_CORES = 4
export LEC_CHECK = 1
export CORE_AREA = 10 10 70 70
export DIE_AREA = 0 0 80 80
### constraint.sdc
current_design gray_counter

set clk_period 1.1
set clk_io_pct 0.2

create_clock -name clk0 -period $clk_period [get_ports {clk}]

set non_clock_inputs [all_inputs -no_clocks]
set_input_delay [expr $clk_period * $clk_io_pct] -clock clk0 $non_clock_inputs
set_output_delay [expr $clk_period * $clk_io_pct] -clock clk0 [all_outputs]
==> CHANGELOG.md <==
## Implementation

- Top Ports: 5
- Post-synthesis instance area: 168.9 um2
- Synthesized area per cell: 9.384 um2
- Destination of the worst hold path: state[1]
- Most frequently placed logic cells in the final layout: buf_6, buf_4, clkbuf_4
- Vias: 154
- Count of final setup violators: 2
- Post-route total power: 0.5276 mW
- Buffer type at the clock tree root: clkbuf_4
- Number of levels in the clock H-tree: 1
- Warning total across the stage logs: 29
- WP data required: 880 ps
- Top reg by flops: state
- Area growth from synthesis to layout: 118.5%
- Height of the die: 80 um
- Number of distinct library cell variants in the gate-level netlist after synthesis: 12
- Yosys stat chip area: 168.9 um2
- Worst vdd ir: 0.0002349 V
- Number of buffers on the longest clock path: 2
- Clock slew seen by the registers of the worst setup and hold paths: 40 ps
- Worst hold path depth: 2
- Slew Limit Headroom: 89.61%
- Global-route wire length before repair: 786 um
- Transition time at the pin with the least slew margin: 154.9 ps
- Chip area: 0.006400 mm2
- DRT iter0 DRCs: 5
- Global placer's final weighted congestion: 0.7008
- Register bit total from synthesis: 3
- Reg2Reg Depth: 5
- Post-Route Hold Slack: 592.1 ps
- Pleak: 0.1506 nW
- RR Endpoint: state[2]
- Pin count of the biggest net entering global routing: 6
- Clock tree from TritonCTS: built
- Outcome: complete, but fails checks
- Final number of max-transition violations: 0
- Number of global-route vias before repair: 164
- Max reg flops: 3
- Detailed-routing iteration count for the pre-antenna-repair pass: 2
- Critical path arrival: 970 ps
- Count of unresolved DRC violations after routing: 0
- Time the final worst path needs with I/O delays and setup: 1188 ps
- Number of hold buffers added after cts: 0
- Critical setup path kind: reg -> out
- Max-capacitance violation count: 0
- Setup repair after global routing missed its margin: yes
- Maximum fanout encountered on the critical timing path: 2
- Number of placement rows: 21
- Share of the synthesized area in the top cell type: 35.56%
- Width of the die: 80 um
- Largest registers: state: 3 flops
- Kind of path behind the tightest hold check: in -> reg
- Final WL: 470 um
- Worst Slack Setup Final: -87.97 ps
- Pwr dens: 1429 mW/mm2
- Total global routing track utilization: 1.574%
- Kind of start point of the critical path: flop
- Detail-routed net length per standard cell: 6.104 um
- Post-synthesis instance total: 18
- Flop-to-flop setup slack: 110 ps
- DRT antenna net count: 0
- Number of antenna violations at the first check in global routing: 0
- Share of synthesized area occupied by flip-flops and latches: 35.56%
- Number of sinks on the clock net: 3
- Category of the worst setup path capture point: primary output
- Fmax achieved: 841.8 MHz
- Worst skew pair latency: 240 ps
- Total inserted antenna cells: 0
- Top cells by area in the synthesized netlist: dfxtp_1, ha_1, a21oi_2
- Skew final: 1.808 ps
- Yosys warns: 1
- Final global-route overflow total: 0
- Top cell type by total area after synthesis: dfxtp_1
- Min-Delay Startpoint: rst
- Number of standard cells reported by yosys: 18
- Worst reg2reg startpoint: state[1]
- Dominant logic cell type in the layout: buf_6
- Via density: 2.000
- Violated checks: setup timing
- Number of failing hold endpoints at the final stage: 0
- Core Area: 0.003416 mm2
- Share of post-route cells with drive strength above 1: 67.74%
- Core utilization at floorplan: 4.945%
- Final worst path period share: 108.0%
- CTS Buf Count: 3
- Quantity of I/O buffers inserted on ports: 4
## cell type report
cell class | instances | area (um2)
inverter | 2 | 7.507
sequential | 3 | 66.31
tap | 46 | 57.56
timing repair buffer | 11 | 101.3
fill | 393 | 3047
multi-input combinational | 11 | 110.1
clock buffer | 4 | 26.28
## routing by layer
layer | track usage [%] | up-vias | wire, um | share of wire [%]
met4 | 0.3521 | 0 | 0 | 0
met3 | 1.705 | 0 | 86 | 18
met2 | 1.846 | 11 | 164 | 35
li1 | - | 79 | - | -
met5 | 0 | - | 0 | 0
met1 | 1.858 | 64 | 219 | 47
## synthesized netlist by cell type
| library cell | count |
|---|---|
| dfxtp_1 | 3 |
| nor2b_1 | 1 |
| or2b_1 | 1 |
| inv_1 | 2 |
| ha_1 | 3 |
| a211oi_1 | 1 |
| buf_4 | 1 |
| a21oi_2 | 1 |
| xor2_1 | 1 |
| nor2_1 | 2 |
| nand2b_1 | 1 |
| clkbuf_1 | 1 |
## worst max-delay path by stage
stage      endpoint  cells past startpoint      from  slack, ps
4_1_cts   data_o[0]                      3  state[0]       -120
5_1_grt   data_o[0]                      3  state[1]       -130
6_report  data_o[0]                      3  state[1]        -90
## critical path: stages, from the launching register on
cell and delay (ps):
dfxtp_2 340, inv_2 50, ha_4 260, buf_6 80
## stage by stage
stage                     instance area [um2]  worst slack, ps  std cells  setup TNS [ps]  util (%)
after global routing                    369.1           -129.9         77          -232.4     10.81
after floorplan                         168.9            130.5         18               0         -
after detailed placement                277.8           -336.0         69          -560.2     8.132
after CTS                               345.3           -120.3         76          -181.6     10.11
final                                   369.1           -87.97         77          -153.5     10.81
after global placement                  277.8           -330.4         69          -528.6     8.132
## what timing repair did
action,CTS,global route
gates cloned,0,0
setup endpoints to repair,3,3
buffers inserted,3,2
gates resized,19,4
pin swaps,2,2
## power by group
group	total [mW]	internal, mW	switching, mW
Combinational	0.186	0.121	0.0657
Clock	0.203	0.137	0.0661
Sequential	0.139	0.127	0.0121
## kinds of logic (layout without fill, tap and decap cells)
kind of cell / count (synthesis) / count (layout) / share of synthesized area [%]
buffers and inverters: 4 / 17 / 11.11
AND-OR/OR-AND: 2 / 2 / 9.632
AND/OR/NAND/NOR: 5 / 5 / 16.30
XOR/XNOR: 1 / 1 / 5.186
adder cells (fa/ha/maj): 3 / 3 / 22.22
flip-flops: 3 / 3 / 35.56
No activity file was given, so power comes from the tool's default toggle rates.
